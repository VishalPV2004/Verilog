## design.v

```verilog
`timescale 1ns / 1ps
module DFF(
    input [7:0] d,
    input clk,
    input en,
    input rst,
    output reg [7:0] q
    );
    always @(posedge clk)
    begin
        if (rst)
            q <= 8'b0;
        else if (en)
            q <= d;
        else
            q <= 8'b0;
    end
endmodule
```

## run.sh

```bash
#!/bin/bash
# OpenROAD 26Q1-2900-gdf79404cd8, Yosys 0.63+post, stock flow scripts
make -C /OpenROAD-flow-scripts/flow DESIGN_CONFIG=/design/flow/config.mk WORK_HOME=/design/flow/orfs finish
```

## config.mk

```make
export PLATFORM = sky130hd
export DESIGN_NAME = DFF
export DESIGN_NICKNAME = DFF
export VERILOG_FILES = /design/flow/design.v
export SDC_FILE = /design/flow/constraint.sdc
export NUM_CORES = 4
export LEC_CHECK = 1
export CORE_AREA = 10 10 70 70
export DIE_AREA = 0 0 80 80
export SYNTH_HDL_FRONTEND = slang
```

## constraint.sdc

```tcl
current_design DFF

set clk_period 1.0
set clk_io_pct 0.2

create_clock -name clk0 -period $clk_period [get_ports {clk}]

set non_clock_inputs [all_inputs -no_clocks]
set_input_delay [expr $clk_period * $clk_io_pct] -clock clk0 $non_clock_inputs
set_output_delay [expr $clk_period * $clk_io_pct] -clock clk0 [all_outputs]
```

==> impl_metrics.tcl <==
# flow metrics
set metrics [dict create \
    outcome "completed" \
    p_per_area_nw_per_um2 1320 \
    syn_area_um2 230.2 \
    power_leakage_nw 0.2213 \
    grt_overflow 0 \
    fmax_mhz 1026 \
    detail_route.wl_per_cell_um 9.880 \
    track_usage_pct 2.514 \
    ys_cells 16 \
    synth-seq-cells 8 \
    antenna_found_initial 0 \
    flop_cell "dfxtp_1" \
    synth-edff-count 0 \
    drtPass1Iterations 2 \
    totalWireLength_um 820 \
    required_ps 800 \
    pin_count 19 \
    path_cells "dlygate4sd2_1" \
    cp-start-kind "register" \
    fp-row-count 21 \
    post-route-min-period_ps 974.4 \
    synth.top_cells.by_count "and3b_1, dfxtp_1" \
    syn_inst 16 \
    max_cap_violations 0 \
    top_area_cell "dfxtp_1" \
    cp.buffers_inverters 1 \
    grt_setup_unrepaired "no" \
    synth.distinct_cells 2 \
    die_w_um 80 \
    clk_path_buf_depth 2 \
    top_regs "q: 8 flops" \
    critical_path.max_stage_delay_ps 290 \
    routed_via_density 2.470 \
    synth_seq_share_pct 69.57 \
    core_util_floorplan_pct 6.740 \
    grt_max_degree 9 \
    drc 0 \
    async_reset_ff_share_pct 0 \
    cp_max_fo 1 \
    log.warning_count 25 \
    synth-warning-count 0 \
    fill_cells 393 \
    ant_nets 0 \
    grt_pass1_wl_um 1235 \
    largest-register "q" \
    clock_sinks 8 \
    ir_drop_mv 0.1641 \
    place_ws_ps -94.84 \
    finalHoldViolations 0 \
    drive_gt1_share_pct 13.51 \
    worstPathArrival_ps 770 \
    tns_ps 0 \
    crit_family "flip-flops" \
    grt_pass1_vias 248 \
    vias 205 \
    synthTopCellsByArea "dfxtp_1, and3b_1" \
    setup_slack_ps 25.62 \
    top_area_share_pct 69.57 \
    coreArea_um2 3416 \
    critPathCaptureType "output pin" \
    hp-class "input pin to register" \
    area_delta_synth_final_pct 112.5 \
    die-height_um 80 \
    cts_root_buffer "clkbuf_4" \
    largest_reg_flops 8 \
    period_used_pct 97.44 \
    numPortBuffers 18 \
    slew_viol_final 0 \
    relSlewSlack_pct 87.18 \
    yosys-stat-area_um2 230.2 \
    cts_tree "built" \
    dieArea_um2 6400 \
    postCtsSetupBuffers 0 \
    numCtsBuffers 3 \
    drt_iter0_markers 1 \
    cts.clk_slew.worst_paths_ps 50 \
    syn_area_per_cell_um2 14.39 \
    diodes 0 \
    crit_slowest_cell "dfxtp_1" \
    critical_path_class "register to output pin" \
    setup_violations 0 \
    tightest_slew_ps 191.7 \
    globalplace.congestion 0.6883 \
    h-tree-depth 1 \
]
-- per-layer routing --
| metal | wire [um] | vias to the layer above | global-route usage, % |
|---|---|---|---|
| met3 | 32 | 5 | 0.3409 |
| li1 | - | 98 | - |
| met2 | 540 | 8 | 5.778 |
| met4 | 57 | 0 | 1.408 |
| met5 | 0 | - | 0 |
| met1 | 189 | 94 | 1.687 |
-- final cells by class --
type | count | area [um^2] | share of cell area, %
well taps | 46 | 57.56 | 11.76
repair buffers | 18 | 176.4 | 36.06
multi-input cells | 8 | 70.07 | 14.32
clock buffers | 3 | 22.52 | 4.604
flip-flops and latches | 8 | 162.7 | 33.25
-- worst paths after layout --
kind	startpoint	end	cells after the start
worst max-delay path	q[6]	q[6]	1
worst min-delay path	d[3]	q[3]	2
-- logic make-up after synthesis --
family / after synthesis / share of synthesized area [%]
DFF: 8 / 69.56
and+or+nand+nor: 8 / 30.44
-- placed cells by master (no fill, tap or decap) --
cell type,Yosys,final
dfxtp_1,8,6
dfxtp_2,0,2
clkdlybuf4s15_1,0,5
dlygate4sd2_1,0,3
clkdlybuf4s50_1,0,10
and3b_1,8,8
clkbuf_4,0,3
-- metrics by stage --
stage	std cells	power (mW)	area, um^2	util (%)	hold slack (ps)
2_1_floorplan	16	0.3494	230.2	-	355.7
3_3_place_gp	80	0.4221	467.9	13.70	829.2
3_5_place_dp	80	0.4236	467.9	13.70	816.9
4_1_cts	83	0.6559	485.5	14.21	547.9
5_1_grt	83	0.6735	489.2	14.32	572.5
6_report	83	0.6456	489.2	14.32	554.6
-- what timing repair did --
item | 4_1_cts | 5_1_grt
resized | 12 | 3
hold buffers | 0 | 0
hold endpoints to repair | 0 | 0
setup endpoints to repair | 8 | 2
-- report_power, final --
part / switching [mW] / internal [mW]
Sequential: 0.00330 / 0.333
Combinational: 0.0151 / 0.0564
Clock: 0.101 / 0.137
Total: 0.119 / 0.526
Power is estimated from default activity; no workload was simulated.
