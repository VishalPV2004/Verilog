==> flow/design.v <==
`timescale 1ns / 1ps
module UpCounter(
    input clk, rst, load,
    input [3:0] din,
    output reg [3:0] count
    );
    always @(posedge clk)
    begin
    if (rst)
     count <= 4'b0;
    else if (load)
     count <= din;
    else
     count <= count + 1'b1;
    end    
endmodule
==> flow/run.sh <==
#!/bin/bash
# OpenROAD 26Q1-2900-gdf79404cd8, Yosys 0.63+post, stock flow scripts
make -C /OpenROAD-flow-scripts/flow DESIGN_CONFIG=/design/flow/config.mk WORK_HOME=/design/flow/orfs finish
==> flow/config.mk <==
export PLATFORM = sky130hd
export DESIGN_NAME = UpCounter
export DESIGN_NICKNAME = UpCounter
export VERILOG_FILES = /design/flow/design.v
export SDC_FILE = /design/flow/constraint.sdc
export NUM_CORES = 4
export LEC_CHECK = 1
export CORE_AREA = 10 10 70 70
export DIE_AREA = 0 0 80 80
export SYNTH_HDL_FRONTEND = slang
==> flow/constraint.sdc <==
current_design UpCounter

set clk_period 1.1
set clk_io_pct 0.2

create_clock -name clk0 -period $clk_period [get_ports {clk}]

set non_clock_inputs [all_inputs -no_clocks]
set_input_delay [expr $clk_period * $clk_io_pct] -clock clk0 $non_clock_inputs
set_output_delay [expr $clk_period * $clk_io_pct] -clock clk0 [all_outputs]
==> ci_impl_report.md <==
## Synthesis and layout report

| Metric | Value |
|---|---|
| Status | `finished, final reports clean` |
| Post-synth EDFFs | `0` |
| Fill cells | `402` |
| Vias in the first global route | `232` |
| Fin cells | `82` |
| Number of remaining DRC errors | `0` |
| Root buffer cell | `clkbuf_4` |
| CP cell instances | `buf_4 > ha_2 > xnor2_1 > a211oi_1` |
| Area leader, netlist | `dfxtp_1` |
| WHS Endpoint | `count[2]$_SDFF_PP0_` |
| Worst-Margin Slew | `291 ps` |
| First-pass GRT wire length | `1130 um` |
| Share of layout cells above drive strength 1 | `38.9%` |
| Top cells by count | `dfxtp_1, nor2b_1, a211oi_1` |
| Cell Area, Synth | `189 um2` |
| Worst setup path class | `reg -> reg` |
| Slowest stage delay, CP | `310 ps` |
| Yosys stat cell total | `18` |
| Maxcap violations | `0` |
| Placed cell count | `76` |
| GRT overflow | `0` |
| Area Growth Syn to Fin | `118%` |
| Minimum clock period | `1030 ps` |
| CTS max path bufs | `2` |
| Final hold violations | `0` |
| Slowest CP cell | `dfxtp_2` |
| Worst hold stages | `3` |
| Cycle use final | `93.7%` |
| Synth warn | `0` |
| R2r setup slk | `70 ps` |
| Worst setup SP type | `flip-flop` |
| Largest register by flop count | `count` |
| Rows | `21` |
| Routed vias/inst | `2.54` |
| Critical Path AT | `1170 ps` |
| Reg clk slew, reported paths | `40 ps` |
| Sequential share of the synthesized area | `42.4%` |
| Largest net degree at the start of global routing | `6` |
| Data required, critical path | `1240 ps` |
| Max reg flops | `4` |
| Post-Syn Instances | `18` |
| Die height | `80 um` |
| Buffers and inverters on the worst path | `1` |
| Setup TNS | `0 ps` |
| Final RePlAce weighted congestion | `0.762` |
| Final setup viols | `0` |
| Worst Hold Class | `in -> reg` |
| Core Area | `0.00342 mm2` |
| Worst path top cell family by delay | `flip-flops` |
| Width of the die | `80 um` |
| Power Density | `1080 mW/mm2` |
| Static leakage | `0.174 nW` |
| RSZ-0062 raised after global routing | `false` |
| TritonCTS clock tree | `built` |
| Synth cell types | `11` |
| Clock Skew | `4.41 ps` |
| Nature of the critical path endpoint | `flip-flop` |
| Relative slew slack | `80.5%` |
| Biggest area cells | `dfxtp_1, nor2b_1, a2111oi_2` |
| Worst r2r path cells | `4` |
| Top Registers | `count (4)` |
| Fraction of registers with async set/reset | `0%` |
| Yosys synthesis chip area | `189 um2` |
| Post-DRT Antenna Nets | `0` |
| Maximum VDD drop | `0.240 mV` |
| Peak Freq | `0.970 GHz` |
| Antenna diodes | `0` |
| Crit Path Max Fanout | `4` |
| Cts bufs inserted | `3` |
| Port buffer count | `10` |
| Worst setup startpoint | `count[0]$_SDFF_PP0_` |
| Final Util | `12.1%` |
| Worst Hold Launch | `load` |
| Mean Syn Cell Area | `10.5 um2` |
| Initial antenna violation count | `0` |
| H-tree depth | `1` |
| All-Layer GR Usage | `2.38%` |
| Fp util | `5.53%` |
| Iter 0 DRT Violations | `15` |
| Drt first pass iters | `2` |
| Top Ports | `11` |
| Die area | `0.00640 mm2` |
| Top-area cell share | `42.4%` |
| R2r endpoint | `count[2]$_SDFF_PP0_` |
| Flops after synth | `4` |
| Via count | `208` |
| Main flop type | `dfxtp_1` |
| Routed wire per std cell | `8.38 um` |
| Final Max Tran Viols | `0` |
| Clock Sinks | `4` |
| Routed WL | `687 um` |
| Clock latency on the worst-skew pair | `240 ps` |
| Critical R2R Launch | `count[0]$_SDFF_PP0_` |
| Tally of OpenROAD warnings | `25` |
==> metrics by stage <==
step | setup WS, ps | hold WS (ps) | area (um2) | power [mW]
after global routing | 7.49 | 473 | 412 | 0.485
final | 68.8 | 447 | 412 | 0.446
after CTS | 24.0 | 545 | 407 | 0.452
after detailed placement | -211 | 532 | 362 | 0.258
after global placement | -191 | 521 | 362 | 0.254
after floorplan | 198 | 289 | 189 | 0.194
==> how the worst max path moves through the flow <==
stage | endpoint | cells past startpoint
6_report | count[2]$_SDFF_PP0_ | 4
5_1_grt | count[2]$_SDFF_PP0_ | 4
4_1_cts | count[3]$_SDFF_PP0_ | 3
==> power by group <==
part / internal [mW] / switching [mW] / leakage (nW)
logic: 0.0633 / 0.0341 / 0.126
clock network: 0.122 / 0.0603 / 0.0138
registers: 0.160 / 0.00647 / 0.0344
==> cells by family (layout without fill, tap and decap cells) <==
kind of cell | after synthesis | after routing | share of synthesized area (%)
simple gates | 6 | 6 | 18.5
mux | 1 | 1 | 5.30
flops | 4 | 4 | 42.4
buf+inv | 1 | 19 | 1.98
xor+xnor | 1 | 1 | 4.64
compound gates | 4 | 4 | 20.5
fa+ha+maj | 1 | 1 | 6.62
==> timing repair <==
item | 4_1_cts | 5_1_grt
endpoints found under the hold margin | 0 | 0
pin swaps | 0 | 1
hold buffers | 0 | 0
gates resized | 8 | 2
setup endpoints to repair | 4 | 2
buffers inserted | 3 | 0
==> tightest hold or removal path: stages <==
cell	delay, ps
dlymetal6s2s_1	170
nor2b_1	180
a211oi_1	70
==> routing by layer <==
layer	track usage (%)	vias to the layer above	wire length, um
li1	-	105	-
met1	3.32	88	350
met2	2.01	15	168
met3	3.07	0	168
met4	0.176	0	0
met5	0	-	0
==> area by class of cell <==
| type | instances | area (um2) | share of cell area [%] |
|---|---|---|---|
| inverter | 1 | 3.75 | 0.912 |
| sequential | 4 | 85.1 | 20.7 |
| multi-input combinational | 13 | 108 | 26.1 |
| clock buffer | 3 | 22.5 | 5.47 |
| tap | 46 | 57.6 | 14.0 |
| timing repair buffer | 15 | 135 | 32.8 |
==> placed cells by master (no fill, tap or decap), types with 2 or more instances in the layout <==
cell / n
dfxtp_2: 4
dlygate4sd2_1: 4
nor2b_1: 4
clkdlybuf4s50_1: 5
clkbuf_4: 3
a211oi_1: 2
buf_4: 5
No activity file was given, so power comes from the tool's default toggle rates.
